==> /design/flow/design.v <==
`timescale 1ns / 1ps
module EXMEM_Reg(
    bytes2LoadIn, bytes2StoreIn,
    MemReadIn, MemWriteIn,
    bytes2LoadOut, bytes2StoreOut,
    MemReadOut, MemWriteOut,
    MemWriteDataIn,MemWriteDataOut,
    ALUResultIn,
    ALUResultOut,
    MemToRegIn, RegWriteIn,
    ALU64ResultIn,HiSrcIn,LoSrcIn,LinkIn,RegDstIn, PC4In,
    MemToRegOut, RegWriteOut,
    ALU64ResultOut,HiSrcOut,LoSrcOut,LinkOut,RegDstOut, PC4Out,
    HiWriteIn, LoWriteIn,
    HiWriteOut, LoWriteOut,
    Clk, 
    stall_EXMEM
    );
    input[1:0] bytes2LoadIn, bytes2StoreIn;
    input MemReadIn, MemWriteIn, stall_EXMEM;
    input[31:0] MemWriteDataIn;
    output reg[1:0] bytes2LoadOut, bytes2StoreOut;
    output reg MemReadOut, MemWriteOut;
    output reg[31:0] MemWriteDataOut;
    reg[1:0] bytes2Load, bytes2Store;
    reg MemRead, MemWrite;
    reg[31:0] MemWriteData;
    input[31:0] ALUResultIn;
    output reg[31:0] ALUResultOut;
    reg[31:0] ALUResult;
    input[31:0] PC4In;
    input[63:0] ALU64ResultIn;
    input MemToRegIn,RegWriteIn,HiSrcIn,LoSrcIn,LinkIn;
    input [4:0] RegDstIn;
    input Clk;
    input HiWriteIn, LoWriteIn;
    output reg[31:0] PC4Out;
    output reg [63:0] ALU64ResultOut;
    output reg MemToRegOut,RegWriteOut,HiSrcOut,LoSrcOut,LinkOut;
    output reg [4:0] RegDstOut;
    output reg HiWriteOut, LoWriteOut;
    reg[31:0] LoadData, PC4;
    reg[63:0] ALU64Result;
    reg MemToReg,RegWrite,HiSrc,LoSrc,Link;
    reg [4:0] RegDst;
    reg HiWrite, LoWrite;
    initial begin
    bytes2Load <= 0;  
    bytes2Store <= 0;  
    MemRead <= 0;  
    MemWrite <= 0;  
    MemWriteData <= 0;
    ALUResult <= 0;  
    PC4 <= 0;  
    ALU64Result <= 0;  
    MemToReg <= 0;  
    RegWrite <= 0;  
    HiSrc <= 0;  
    LoSrc <= 0;  
    Link <= 0;  
    RegDst <= 0;  
    HiWrite <= 0;
    LoWrite <= 0;
    end
    always @(posedge Clk) begin
        if (stall_EXMEM == 0) begin 
            bytes2Load <= bytes2LoadIn;  
            bytes2Store <= bytes2StoreIn;  
            MemRead <= MemReadIn;  
            MemWrite <= MemWriteIn;  
            MemWriteData <= MemWriteDataIn;
            ALUResult <= ALUResultIn;  
            PC4 <= PC4In;  
            ALU64Result <= ALU64ResultIn;  
            MemToReg <= MemToRegIn;  
            RegWrite <= RegWriteIn;  
            HiSrc <= HiSrcIn;  
            LoSrc <= LoSrcIn;  
            Link <= LinkIn;  
            RegDst <= RegDstIn;  
            HiWrite <= HiWriteIn;
            LoWrite <= LoWriteIn;
        end
        else begin
            bytes2Load <= 0;  
            bytes2Store <= 0;  
            MemRead <= 0;  
            MemWrite <= 0;  
            MemWriteData <= 0;
            ALUResult <= 0;  
            PC4 <= 0;  
            ALU64Result <= 0;  
            MemToReg <= 0;  
            RegWrite <= 0;  
            HiSrc <= 0;  
            LoSrc <= 0;  
            Link <= 0;  
            RegDst <= 0;  
            HiWrite <= 0;
            LoWrite <= 0;
        end
     end
    always @(*) begin
    bytes2LoadOut <= bytes2Load;  
    bytes2StoreOut <= bytes2Store;  
    MemReadOut <= MemRead;  
    MemWriteOut <= MemWrite;  
    MemWriteDataOut <= MemWriteData;
    ALUResultOut <= ALUResult;  
    PC4Out <= PC4;  
    ALU64ResultOut <= ALU64Result;  
    MemToRegOut <= MemToReg;  
    RegWriteOut <= RegWrite;  
    HiSrcOut <= HiSrc;  
    LoSrcOut <= LoSrc;  
    LinkOut <= Link;  
    RegDstOut <= RegDst;  
    HiWriteOut <= HiWrite;
    LoWriteOut <= LoWrite;
    end
endmodule
==> /design/flow/run.sh <==
#!/bin/bash
# OpenROAD 26Q1-2900-gdf79404cd8, Yosys 0.63+post, stock flow scripts
make -C /OpenROAD-flow-scripts/flow DESIGN_CONFIG=/design/flow/config.mk WORK_HOME=/design/flow/orfs finish
==> /design/flow/config.mk <==
export PLATFORM = sky130hd
export DESIGN_NAME = EXMEM_Reg
export DESIGN_NICKNAME = EXMEM_Reg
export VERILOG_FILES = /design/flow/design.v
export SDC_FILE = /design/flow/constraint.sdc
export NUM_CORES = 4
export LEC_CHECK = 1
export CORE_AREA = 10 10 198 198
export DIE_AREA = 0 0 208 208
==> /design/flow/constraint.sdc <==
current_design EXMEM_Reg

set clk_period 1.0
set clk_io_pct 0.2

create_clock -name clk0 -period $clk_period [get_ports {Clk}]

set non_clock_inputs [all_inputs -no_clocks]
set_input_delay [expr $clk_period * $clk_io_pct] -clock clk0 $non_clock_inputs
set_output_delay [expr $clk_period * $clk_io_pct] -clock clk0 [all_outputs]
==> Slide: Implementation Results <==
Key Metrics from the Run

Layout
  • Layout cells sized above 1: 34.04%
  • Synthesis-to-finish area growth: 83.86%
  • Finished Layout Cells: 1213

Global routing
  • M1 GR Usage: 9.649%
  • Met3 Use GR: 3.975%
  • Initial antenna violation count: 0
  • Overall routing resource usage: 8.437%
  • GR Overflow Total: 0
  • Gr busiest metal: met2
  • Met2 Track Usage GR: 14.48%
  • Vias in the first global route: ~4.0k
  • First-pass GRT wire length: roughly 27000 microns
  • Pin count of the biggest net entering global routing: 41

Synthesis
  • Flip-flops with a built-in enable: 0
  • Async SR Flop Fraction: 0%
  • Top cells by count: dfxtp_1 (178), nor2b_1 (178), buf_2 (15), buf_4 (2), clkbuf_1 (2)
  • Syn Area/Cell: 12.73 sq um
  • # Cells Yosys: 375
  • Yosys cell types: 5
  • Instance count of the mapped netlist: 375
  • Dominant cell area share: 74.63%
  • Synthesis Warnings: 1
  • Ys flop type: dfxtp_1
  • Top cells by area: dfxtp_1 (75%), nor2b_1 (23%), buf_2 (1.6%)
  • Yosys stat area: 4775 sq um
  • Flops after synth: 178
  • Netlist Area Pre-Place: 4775 sq um
  • Area leader, netlist: dfxtp_1
  • Post-synth seq share: 74.63%

Run
  • Tool Warnings: 27
  • Max-Cap Viols: 0

Power and ir drop
  • Switching Power: ~0.0034 W
  • Peak VDD IR: 0.001098 V
  • Flop pwr share: about half
  • Int Power: 0.01216 W
  • Leakage: 3.798 nW
  • Power per standard cell area: 1774 nW/um^2
  • Share of total power in combinational logic: under 10%
  • Clock power frac: 41.8%
  • Switching part of the total: a little over a fifth

Critical path
  • CP cell instances: buf_6
  • Setup crit start kind: flop
  • WP data arrival: 910 ps
  • Buf/Inv on CP: 1
  • CP max FO: 1
  • CP delay by family, top: flip-flops
  • Critical path required time: roughly 800 ps
  • CP endpoint kind: primary output
  • Crit-path max cell delay: 370 ps
  • CP Class: reg -> out
  • CP max-delay cell: dfxtp_4

Floorplanning
  • I/O pin total: 358
  • Row Count: 68
  • Chip area: 43260 sq um
  • FP Util: 13.75%
  • Core ar.: 34710 sq um
  • Die height: roughly 210 microns
  • Die width: 208 microns

Clock tree
  • CTS tree: done
  • H-tree depth: 4
  • Num CTS Buffers: 17
  • CTS sink count: 178
  • # Post-CTS Setup Buffers: 0
  • Hold Buf Count CTS: 0
  • Root buffer cell: clkbuf_16
  • Clock Path Buffers: 2
  • Post-CTS Resized: 633
  • Reg clk slew, reported paths: approximately 70 ps

Timing
  • Slew Limit Fails: 0
  • Final setup vio count: roughly 180
  • Fmax: between 800 and 900 MHz
  • Max_slew headroom: between 70 and 80%
  • Tcrit/Tclk final: 111.4%
  • RSZ-0062 raised after global routing: true
  • WHS: approximately 140 ps
  • Minimum clock period: 1114 ps
  • Worst slew pin tran: 326.3 ps
  • Hold Fails Final Rpt: 0
  • Final worst slack: -113.6 ps

Route
  • DR pass1 iterations: 3
  • Post-route DRC violation count: 0
  • Vias per cell: 3.099
  • Wire per inst: 15.51 microns
  • Drt initial violations: 84
  • ANT nets after route: 0
  • Routed via count: 3759
  • Final wirelength: 18820 microns
  • Number of antenna repair diodes: 0

Outcome
  • Status: complete, but fails checks
  • Failing checks: negative setup slack

Placement
  • Placed insts: 1181
  • Placer Congestion: 0.8222
  • IO buf count: 357
  • Dpl hpwl: 15230 microns

Min path
  • Hold crit path type: in -> reg
## state kept, by name, indices dropped and copies added (netlist names)
signal        count
ALU64Result      64
ALUResult        32
HiSrc             1
HiWrite           1
Link              1
LoSrc             1
LoWrite           1
MemRead           1
MemToReg          1
MemWrite          1
MemWriteData     32
PC4              32
RegDst            5
RegWrite          1
bytes2Load        2
bytes2Store       2
## layout by cell type (no fill, tap or decap)
cell and count:
dfxtp_4 1, clkinv_2 2, buf_2 162, clkbuf_16 17, inv_6 2, clkdlybuf4s50_1 178
dfxtp_2 35, clkinvlp_4 4, buf_6 17, clkbuf_1 2, clkbuf_8 2, buf_12 3
buf_4 10, dfxtp_1 142, nor2b_1 178, clkinv_4 2, bufinv_16 1
## through the flow
stage / TNS, ps / total power [W] / util, % / setup WS (ps) / area [sq um]
final: -5981 / 0.01558 / 25.29 / -113.6 / 8778
after global routing: -16560 / 0.01634 / 25.29 / -168.2 / 8778
after CTS: -14760 / 0.01593 / 25.17 / -160.8 / 8736
after detailed placement: -1109 / 0.009600 / 25.80 / -174.5 / 8956
after global placement: -1260 / 0.009594 / 25.80 / -182.9 / 8956
after floorplan: 0 / 0.007946 / - / 314.3 / 4775
## kinds of logic after synthesis
family | synth area share, %
buf+inv | 2.044
simple gates | 23.32
flops | 74.63
## power groups by stage
stage / logic, W / clock network (W) / registers [W]
4_1_cts: 0.00154 / 0.00681 / 0.00757
5_1_grt: 0.00165 / 0.00707 / 0.00761
6_report: 0.00150 / 0.00650 / 0.00757
## cell type report
class / instances / area (sq um)
Clock inverter: 11 / 105.1
Timing Repair Buffer: 370 / 2919
Sequential cell: 178 / 3611
Multi-Input combinational cell: 178 / 1114
Fill cell: 3695 / 25930
Tap cell: 455 / 569.3
Clock buffer: 21 / 460.4
## routing by layer
metal / routed length [microns] / vias to the layer above
li1: - / 1865
met4: 222 / 0
met1: 7343 / 1701
met5: 0 / -
met2: 9389 / 186
met3: 1864 / 7
## final timing paths
kind | end | from | slack, ps | cells after the start
max | PC4Out[29] | PC4[29]$_SDFF_PP0_ | -110 | 1
min | ALU64Result[14]$_SDFF_PP0_ | stall_EXMEM | 140 | 2
Power and IR drop assume default switching activity.
