==> ./design.v <==
`timescale 1ns / 1ps
module RegisterFile(ReadRegister1, ReadRegister2, WriteRegister, WriteData, RegWrite, Clk, ReadData1, ReadData2, v0 ,v1);
	input[4:0] ReadRegister1;
	input[4:0] ReadRegister2;
	input[4:0] WriteRegister;
	input[31:0] WriteData;
	input RegWrite;
	input Clk;
	output reg [31:0] ReadData1;
	output reg [31:0] ReadData2;
	output reg [31:0] v0;
	output reg [31:0] v1;
	integer i;
	reg[31:0] Registers[31:0];
	initial begin
	   for( i = 0; i < 32; i = i + 1) Registers[i] <= 0;
	end
	always @(*)
	begin
	   ReadData1 <= Registers[ReadRegister1];
	   ReadData2 <= Registers[ReadRegister2];
		v0 <= Registers[2];
		v1 <= Registers[3];
	end
	always @(posedge Clk)
	begin
	   if (RegWrite && (WriteRegister != 0)) begin
	       Registers[WriteRegister] <= WriteData;
	   end
	end
endmodule
==> ./run.sh <==
#!/bin/bash
# OpenROAD 26Q1-2900-gdf79404cd8, Yosys 0.63+post, stock flow scripts
make -C /OpenROAD-flow-scripts/flow DESIGN_CONFIG=/design/flow/config.mk WORK_HOME=/design/flow/orfs finish
==> ./config.mk <==
export PLATFORM = sky130hd
export DESIGN_NAME = RegisterFile
export DESIGN_NICKNAME = RegisterFile
export VERILOG_FILES = /design/flow/design.v
export SDC_FILE = /design/flow/constraint.sdc
export NUM_CORES = 4
export LEC_CHECK = 1
export CORE_UTILIZATION = 30
==> ./constraint.sdc <==
current_design RegisterFile

set clk_period 5.6
set clk_io_pct 0.2

create_clock -name clk0 -period $clk_period [get_ports {Clk}]

set non_clock_inputs [all_inputs -no_clocks]
set_input_delay [expr $clk_period * $clk_io_pct] -clock clk0 $non_clock_inputs
set_output_delay [expr $clk_period * $clk_io_pct] -clock clk0 [all_outputs]
==> impl_metrics.json <==
{
  "hold_buffers": 0,
  "syn_inst": 3386,
  "end_kind": "output port",
  "ir_drop_uv": 261.7,
  "postCtsSetupBuffers": 0,
  "grt_max_degree": 83,
  "ys_warn_count": 1,
  "netlist_area_um2": 48790,
  "post_cts_resized": 0,
  "use_met2": 0.2946,
  "path_common_cell": "clkdlybuf4s50_1",
  "fp-row-count": 147,
  "cp_cell_sequence": "clkdlybuf4s50_1 > or2_2 > nor3_1 > buf_4 > a31oi_1 > nand3_1 > clkdlybuf4s50_1",
  "routed_wl_mm": 160.1,
  "post_drt_wl_per_cell_um": 27.13,
  "run_status": "finished clean",
  "yosys.area.top_type": "edfxtp_1",
  "antenna_found_initial": 12,
  "place_inst": 5707,
  "yosys.area.top_type_share": 0.6302,
  "fmax_mhz": 186.4,
  "ys_top_cells_by_area": "edfxtp_1 63%, mux2i_1 21%, a22oi_1 3.0%, a22o_1 2.3%, nand3_1 2.0%",
  "grt.overflow.total": 0,
  "fill_cells": 15060,
  "cp.required_ns": 4.48,
  "finalCriticalPeriod_ns": 5.365,
  "drt_iter0_drc": 2115,
  "start_kind": "primary input",
  "core_um2": 160900,
  "initCoreUtil": 0.3032,
  "arrival_ns": 4.25,
  "reg.largest.list": "Registers x1024",
  "syn_avg_cell_area_um2": 14.41,
  "cp_slowest_cell": "or2_2",
  "regMostFlops": "Registers",
  "synth_cell_types": 24,
  "globalplace.congestion": 0.8917,
  "clkTransAtPathRegs_ns": 0.06,
  "port_buffers": 176,
  "dr.pass1.iters": 7,
  "hp-class": "in2reg",
  "vias": 31550,
  "slowest_delay_ns": 0.79,
  "drive_gt1_frac": 0.1081,
  "cts_made_buffers": 105,
  "relSlewSlack": 0.3849,
  "cts.sinks": 1024,
  "final_hold_viol_count": 0,
  "busiest_layer": "met2",
  "grt_pass1_wl_mm": 228.9,
  "async_reset_ff_frac": 0,
  "warning_count": 26,
  "synth_top_flop_cell": "edfxtp_1",
  "ys_area_um2": 48790,
  "period_used_share": 0.9580,
  "ys_cells": 3386,
  "die_height_um": 405.3,
  "maxCapViolations": 0,
  "hpwl_mm": 100.4,
  "tns_ns": 0,
  "track_usage": 0.2049,
  "finalNonFillerCells": 5901,
  "met1_usage": 0.2582,
  "drc_errors": 0,
  "cts-root-buf": "clkbuf_16",
  "setup.worst_path.class": "in2out",
  "met3_usage": 0.1377,
  "syn2layout_area_growth_pct": 17.92,
  "crit_family": "simple AND/OR/NAND/NOR gates",
  "largest_register_ffs": 1024,
  "die_x_um": 405.3,
  "synth_seq_share": 0.6302,
  "grt_pass1_vias": 32460,
  "p_per_area_nw_per_um2": 299.1,
  "path_max_fanout": 20,
  "leakage_nw": 21.00,
  "htree_num_levels": 3,
  "ys_ff": 1024,
  "pin_count": 177,
  "setup_viol": 0,
  "worst-path-buf-inv": 3,
  "rsz0062_at_grt": "false",
  "cts.path.max_buffers": 3,
  "worstMarginPinSlew_ns": 0.9226,
  "postRouteAntennaNets": 0,
  "edf_count": 1024,
  "chip_area_um2": 164300,
  "slew_viol_final": 0,
  "cts_tree": "built",
  "yosys-top-cells-count": "1024 x edfxtp_1, 1024 x mux2i_1, 195 x nand2_1",
  "vias_per_cell": 5.346
}
[stage by stage]
stage | worst slack (ns) | util | total power [mW] | hold WS [ns] | cell area, µm²
global placement | 0.3580 | 0.3367 | 10.46 | 1.954 | 54190
global route | 0.1303 | 0.3575 | 17.69 | 1.231 | 57530
CTS | 0.3382 | 0.3575 | 17.30 | 1.183 | 57530
detailed placement | 0.3435 | 0.3367 | 10.46 | 1.958 | 54190
floorplan | 2.061 | - | 9.641 | 1.219 | 48910
finish | 0.2350 | 0.3575 | 17.21 | 1.215 | 57530
[final cells by class]
| class | count | area, µm² | area share |
|---|---|---|---|
| antenna | 2 | 5.005 | 0.00008699 |
| clock buffer | 128 | 2756 | 0.04791 |
| clock inverter | 64 | 579.3 | 0.01007 |
| multi-input combinational | 2140 | 16890 | 0.2935 |
| sequential | 1024 | 30750 | 0.5345 |
| tap | 2160 | 2703 | 0.04698 |
| timing repair buffer | 383 | 3851 | 0.06694 |
[metal layers]
metal | vias to the layer above | part of all wire
met3 | 279 | 0.16
met4 | 26 | 0.030
met1 | 15640 | 0.37
met5 | - | 0.0014
met2 | 1702 | 0.44
li1 | 13900 | -
[power by group]
part / internal (mW) / switching [mW]
Combinational: 0.664 / 1.05
Sequential: 8.55 / 0.0480
Clock: 3.90 / 3.00
[kinds of logic after synthesis]
group / Yosys count / synth area share
compound gates: 576 / 0.08042
mux: 1024 / 0.2101
other cells: 1 / 0.00007686
buf+inv: 253 / 0.03213
simple gates: 508 / 0.04706
flops: 1024 / 0.6302
[final timing paths]
check | start | to | slack, ns | cells past startpoint
max | ReadRegister2[4] | ReadData2[25] | 0.23 | 7
min | WriteData[6] | Registers[3][6] | 1.22 | 2
[layout by cell type, fill, tap and decap left out, drive strengths merged, types with 52 or more instances in the layout]
master         count
nor3              64
clkdlybuf4s50    174
nand3            194
clkinv            52
mux2i           1024
a21oi            192
a22o             128
a22oi            192
clkbuf           128
edfxtp          1024
a31oi             64
nand2            195
buf              209
Power figures rest on the tool's default switching activity, not on a simulated workload.
