==> flow/design.v <==
`timescale 1ns / 1ps
module DECEX_Reg(
    ShamtIn,ReadData1In,ReadData2In,ImmediateIn,JAddressIn,
    HiLoIn,
    ALUSrc1In, ALUSrc2In,MoveSrcIn,ZeroSrcIn,JrSrcIn,
    MoveIn,BranchIn,
    ALUOpIn, JumpIn,
    ShamtOut,ReadData1Out,ReadData2Out,ImmediateOut,JAddressOut,
    HiLoOut,
    ALUSrc1Out, ALUSrc2Out,MoveSrcOut,ZeroSrcOut,JrSrcOut,
    MoveOut,BranchOut,
    ALUOpOut,JumpOut,
    PC4In,
    PC4Out,
    RegWriteIn,
    RegWriteOut,
    bytes2LoadIn, bytes2StoreIn,
    MemReadIn, MemWriteIn,
    bytes2LoadOut, bytes2StoreOut,
    MemReadOut, MemWriteOut,
    MemToRegIn,
    HiSrcIn,LoSrcIn,LinkIn,RegDstIn,
    MemToRegOut,
    HiSrcOut,LoSrcOut,LinkOut,RegDstOut,
    HiWriteIn, LoWriteIn,
    HiWriteOut, LoWriteOut,
    Clk, DECEX_stall
    );
    input[31:0] ShamtIn,ReadData1In,ReadData2In,ImmediateIn,JAddressIn;
    input [63:0] HiLoIn;
    input ALUSrc1In, ALUSrc2In,MoveSrcIn,ZeroSrcIn,JrSrcIn, JumpIn, DECEX_stall;
    input MoveIn,BranchIn;
    input [4:0] ALUOpIn;
    output reg [31:0] ShamtOut,ReadData1Out,ReadData2Out,ImmediateOut,JAddressOut;
    output reg [63:0] HiLoOut;
    output reg ALUSrc1Out, ALUSrc2Out,MoveSrcOut,ZeroSrcOut,JrSrcOut, JumpOut;
    output reg MoveOut,BranchOut;
    output reg [4:0] ALUOpOut;
    reg [31:0] Shamt,ReadData1,ReadData2,Immediate,JAddress;
    reg [63:0] HiLo;
    reg ALUSrc1, ALUSrc2,MoveSrc,ZeroSrc,JrSrc, Jump;
    reg Move,Branch;
    reg [4:0] ALUOp;
    input[31:0] PC4In;
    input RegWriteIn;
    output reg[31:0] PC4Out;
    output reg RegWriteOut;
    reg [31:0] PC4;
    reg RegWrite;
    input[1:0] bytes2LoadIn, bytes2StoreIn;
    input MemReadIn, MemWriteIn;
    output reg[1:0] bytes2LoadOut, bytes2StoreOut;
    output reg MemReadOut, MemWriteOut;
    reg[1:0] bytes2Load, bytes2Store;
    reg MemRead, MemWrite;
    input MemToRegIn,HiSrcIn,LoSrcIn,LinkIn;
    input [4:0] RegDstIn;
    input Clk;
    input HiWriteIn, LoWriteIn;
    output reg MemToRegOut,HiSrcOut,LoSrcOut,LinkOut;
    output reg [4:0] RegDstOut;
    output reg HiWriteOut, LoWriteOut;
    reg MemToReg,HiSrc,LoSrc,Link;
    reg [4:0] RegDst;
    reg HiWrite, LoWrite;
    initial begin
        Shamt <= 0;  
        ReadData1 <= 0;  
        ReadData2 <= 0;  
        Immediate <= 0;  
        JAddress <= 0;  
        HiLo <= 0;  
        ALUSrc1 <= 0;  
        ALUSrc2 <= 0;  
        MoveSrc <= 0;  
        ZeroSrc <= 0;  
        JrSrc <= 0;  
        Move <= 0;  
        Branch <= 0;  
        Jump <= 0;
        ALUOp <= 0;  
        PC4 <= 0;  
        RegWrite <= 0;  
        bytes2Load <= 0;  
        bytes2Store <= 0;  
        MemRead <= 0;  
        MemWrite <= 0;  
        MemToReg <= 0;  
        HiSrc <= 0;  
        LoSrc <= 0;  
        Link <= 0;  
        RegDst <= 0;  
        HiWrite <= 0;
        LoWrite <= 0;
    end
    always @(posedge Clk) begin
        if (DECEX_stall == 0) begin
            Shamt <= ShamtIn;  
            ReadData1 <= ReadData1In;  
            ReadData2 <= ReadData2In;  
            Immediate <= ImmediateIn;  
            JAddress <= JAddressIn;  
            HiLo <= HiLoIn;  
            ALUSrc1 <= ALUSrc1In;  
            ALUSrc2 <= ALUSrc2In;  
            MoveSrc <= MoveSrcIn;  
            ZeroSrc <= ZeroSrcIn;  
            JrSrc <= JrSrcIn;  
            Move <= MoveIn;  
            Branch <= BranchIn;  
            Jump <= JumpIn;
            ALUOp <= ALUOpIn;  
            PC4 <= PC4In;  
            RegWrite <= RegWriteIn;  
            bytes2Load <= bytes2LoadIn;  
            bytes2Store <= bytes2StoreIn;  
            MemRead <= MemReadIn;  
            MemWrite <= MemWriteIn;  
            MemToReg <= MemToRegIn;  
            HiSrc <= HiSrcIn;  
            LoSrc <= LoSrcIn;  
            Link <= LinkIn;  
            RegDst <= RegDstIn;  
            HiWrite <= HiWriteIn;
            LoWrite <= LoWriteIn;
         end
        else begin 
           Shamt <= 0;  
            ReadData1 <= 0;  
            ReadData2 <= 0;  
            Immediate <= 0;  
            JAddress <= 0;  
            HiLo <= 0;  
            ALUSrc1 <= 0;  
            ALUSrc2 <= 0;  
            MoveSrc <= 0;  
            ZeroSrc <= 0;  
            JrSrc <= 0;  
            Move <= 0;  
            Branch <= 0;  
            Jump <= 0;
            ALUOp <= 0;  
            PC4 <= 0;  
            RegWrite <= 0;  
            bytes2Load <= 0;  
            bytes2Store <= 0;  
            MemRead <= 0;  
            MemWrite <= 0;  
            MemToReg <= 0;  
            HiSrc <= 0;  
            LoSrc <= 0;  
            Link <= 0;  
            RegDst <= 0;  
            HiWrite <= 0;
            LoWrite <= 0;
        end     
    end 
    always @(*) begin
        ShamtOut <= Shamt;  
        ReadData1Out <= ReadData1;  
        ReadData2Out <= ReadData2;  
        ImmediateOut <= Immediate;  
        JAddressOut <= JAddress;  
        HiLoOut <= HiLo;  
        ALUSrc1Out <= ALUSrc1;  
        ALUSrc2Out <= ALUSrc2;  
        MoveSrcOut <= MoveSrc;  
        ZeroSrcOut <= ZeroSrc;  
        JrSrcOut <= JrSrc;  
        MoveOut <= Move;  
        BranchOut <= Branch;  
        JumpOut <= Jump;
        ALUOpOut <= ALUOp;  
        PC4Out <= PC4;  
        RegWriteOut <= RegWrite;  
        bytes2LoadOut <= bytes2Load;  
        bytes2StoreOut <= bytes2Store;  
        MemReadOut <= MemRead;  
        MemWriteOut <= MemWrite;  
        MemToRegOut <= MemToReg;  
        HiSrcOut <= HiSrc;  
        LoSrcOut <= LoSrc;  
        LinkOut <= Link;  
        RegDstOut <= RegDst;  
        HiWriteOut <= HiWrite;
        LoWriteOut <= LoWrite;
    end
endmodule
==> flow/run.sh <==
#!/bin/bash
# OpenROAD 26Q1-2900-gdf79404cd8, Yosys 0.63+post, stock flow scripts
make -C /OpenROAD-flow-scripts/flow DESIGN_CONFIG=/design/flow/config.mk WORK_HOME=/design/flow/orfs finish
==> flow/config.mk <==
export PLATFORM = sky130hd
export DESIGN_NAME = DECEX_Reg
export DESIGN_NICKNAME = DECEX_Reg
export VERILOG_FILES = /design/flow/design.v
export SDC_FILE = /design/flow/constraint.sdc
export NUM_CORES = 4
export LEC_CHECK = 1
export CORE_AREA = 10 10 248 248
export DIE_AREA = 0 0 258 258
==> flow/constraint.sdc <==
current_design DECEX_Reg

set clk_period 1.0
set clk_io_pct 0.2

create_clock -name clk0 -period $clk_period [get_ports {Clk}]

set non_clock_inputs [all_inputs -no_clocks]
set_input_delay [expr $clk_period * $clk_io_pct] -clock clk0 $non_clock_inputs
set_output_delay [expr $clk_period * $clk_io_pct] -clock clk0 [all_outputs]
==> out/metrics.cfg <==
[status]
run_status=finished, violations left
failed_checks=setup timing

[floorplanning]
die_w_um=258
floorplanUtilization_pct=13.7
dieArea_um2=66600
design.portCount=576
placeableCoreArea_um2=56300
placement_rows=87
dieHeight_um=258

[routing]
routed_wire_length_per_instance_um=16.0
drtIter0Drc=152
routed-via-count=6223
drt_pre_antenna_iters=4
route.detailed.drc=0
number_of_nets_still_failing_antenna_checks_after_routing=0
vias_per_cell=3.11
detail_route.wirelength_um=32000

[run]
max_cap_viol_count=0
openroad_warnings=27

[final_layout]
fin_cells=2002
area_growth_pct=88.7
drive_gt1_share_pct=36.2
fill_cells=5942
layout_top_cells_excl_fill_tap=sky130_fd_sc_hd__nor2b_1 (287), sky130_fd_sc_hd__clkdlybuf4s50_1 (287), sky130_fd_sc_hd__buf_2 (266)

[sta]
timing_max_transition_violations_final=0
finalClockPeriodUsage_pct=132
max_freq_ghz=0.759
hold_viol_final=0
minimum_period_implied_by_the_final_worst_setup_slack_ns=1.32
rsz0062_at_grt=yes
totalNegativeSetupSlack_ns=-50.70
postLayoutSetupSlackWorst_ns=-0.317
worst_slew_margin_rel_pct=79.9
total_of_endpoints_with_negative_setup_slack_in_the_final_report=287
max_slew.worst_pin.slew_ns=0.302

[pwr]
swShare_pct=20.9
power_frac_clock_pct=43.8
power-per-cell-area_nw_per_um2=1810
power.share.sequential_pct=46.6
comb_power_share_pct=9.6
max-vdd-ir-drop_mv=1.04
switching_power_w=0.00549
leakagePower_nw=6.32
internal_dissipation_w=0.0208

[hold_path]
min_to=RegDst[1]$_SDFF_PP0_
hold-path-cell-count=3
min-delay-start=DECEX_stall
worst_hold_path_type=input pin to flop

[synth]
largest_non_sequential_cell_family_by_area=simple AND/OR/NAND/NOR gates
synth-warning-count=1
yosys-stat-area_um2=7700
synth_xor_xnor_area_share_pct=0
simple_gate_share_pct=23.3
post_synth.cell_area_avg_um2=12.7
synth_sequential_area_ratio_pct=74.7
ys_seq_elements=287
netlist_area_um2=7700
synth.mux.area_fraction_pct=0
netlist-cell-type-count=5
synth.yosys.num_cells=606
compound_area_share_pct=0
netlist_instances=606
synth-adder-area-share_pct=0

[worst_setup_path]
critPathLaunchType=flop
worstPathCellList=buf_6
crit_path_max_incr_delay_ns=0.42
crit_arrival_ns=1.12
crit_path_end_kind=output pin
endpoint_required_time_on_the_critical_path_ns=0.80
timing.critical_path.buf_inv=1
cp_max_fo=1
crit_path_top_delay_cell=sky130_fd_sc_hd__dfxtp_4
path_delay_family=flip-flops
timing.setup.critical_path_class=flop to output pin

[global_routing]
met3_routing_resource_usage_after_global_routing_pct=4.78
grt_pass1_vias=6717
overflow=0
number_of_antenna_violations_at_the_first_check_in_global_routing=2
largest_net_degree_at_the_start_of_global_routing=54
grt_util_met2_pct=15.1
grt_util_all_layers_pct=9.20
fraction_of_met1_tracks_used_by_global_routing_pct=10.7
wire_length_of_the_first_global_routing_pass_um=45500
top_usage_layer=met2

[clock_tree]
clock_tree_from_tritoncts=yes
clock_buffers_created_by_tritoncts=31
cts_max_level=1
clock_tree.root_cell=sky130_fd_sc_hd__clkbuf_16
post_cts_resize_count=1023
number_of_sinks_handled_by_clock_tree_synthesis=287
post_cts_buffers=0
clkTransAtPathRegs_ns=0.06
ctsHoldBuffers=0
cts_buffer_depth=3

[placed_design]
detailed_place_hpwl_um=25900
io_buffer_count=575
dp.cells=1946
gp_congestion=0.840

## flip-flops by register name, indices dropped and copies added (netlist names), 2 cells and up
| name | count |
|---|---|
| JAddress | 32 |
| HiLo | 64 |
| Shamt | 32 |
| bytes2Store | 2 |
| PC4 | 32 |
| ReadData2 | 32 |
| ALUOp | 5 |
| bytes2Load | 2 |
| Immediate | 32 |
| RegDst | 5 |
| ReadData1 | 32 |
## power by group through the flow
| stage | logic [W] | clock network (W) | registers, W |
|---|---|---|---|
| 4_1_cts | 0.00258 | 0.0119 | 0.0123 |
| 5_1_grt | 0.00275 | 0.0124 | 0.0123 |
| 6_report | 0.00252 | 0.0115 | 0.0123 |
## cells in the mapped netlist
cell type / number / area share [%]
sky130_fd_sc_hd__buf_2: 25 / 1.6
sky130_fd_sc_hd__buf_4: 1 / 0.098
sky130_fd_sc_hd__clkbuf_1: 6 / 0.29
sky130_fd_sc_hd__dfxtp_1: 287 / 75
sky130_fd_sc_hd__nor2b_1: 287 / 23
## through the flow
step / hold slack [ns] / cell area [um2] / power, W / setup slack, ns / utilization [%]
after floorplan: 0.328 / 7700 / 0.0128 / 0.0723 / -
after global placement: 0.656 / 14700 / 0.0156 / -0.388 / 26.1
after detailed placement: 0.648 / 14700 / 0.0156 / -0.385 / 26.1
after global routing: 0.0203 / 14500 / 0.0274 / -0.372 / 25.8
after CTS: 0.0115 / 14500 / 0.0268 / -0.377 / 25.7
final: 0.0230 / 14500 / 0.0263 / -0.317 / 25.8
## metal layers
| layer | vias up | wire length (um) |
|---|---|---|
| met4 | 2 | 625 |
| met3 | 36 | 3970 |
| met2 | 369 | 14800 |
| li1 | 3052 | - |
| met1 | 2764 | 12700 |
| met5 | - | 10 |
## how the worst max path moves through the flow
stage                                startpoint                 to  slack [ns]  cells past startpoint
final                 bytes2Store[0]$_SDFF_PP0_  bytes2StoreOut[0]       -0.32                      1
after global routing  bytes2Store[0]$_SDFF_PP0_  bytes2StoreOut[0]       -0.37                      1
after CTS             bytes2Store[0]$_SDFF_PP0_  bytes2StoreOut[0]       -0.38                      1
## cells by family (layout without fill, tap and decap cells)
kind of cell  after synthesis  in the layout
buf+inv                    32            671
flops                     287            287
other cells                 0              1
simple gates              287            287
## final cells by class
type,count,area [um2],area share [%]
multi-input cells,287,1800,12.4
diodes,1,2.50,0.0172
well taps,756,946,6.51
flip-flops and latches,287,5850,40.3
clock buffers,45,928,6.39
clock inverters,10,115,0.792
repair buffers,616,4890,33.7
Power and IR drop assume default switching activity.
